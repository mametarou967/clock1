`flow/config.mk`:
```
export PLATFORM = sky130hd
export DESIGN_NAME = CLOCK1
export DESIGN_NICKNAME = CLOCK1
export VERILOG_FILES = /design/flow/design.v
export SDC_FILE = /design/flow/constraint.sdc
export NUM_CORES = 4
export LEC_CHECK = 1
export CORE_UTILIZATION = 30
```
`flow/constraint.sdc`:
```
current_design CLOCK1

set clk_period 5.8
set clk_io_pct 0.2

create_clock -name clk0 -period $clk_period [get_ports {CLK}]

set non_clock_inputs [all_inputs -no_clocks]
set_input_delay [expr $clk_period * $clk_io_pct] -clock clk0 $non_clock_inputs
set_output_delay [expr $clk_period * $clk_io_pct] -clock clk0 [all_outputs]
```
`flow/run.sh`:
```
#!/bin/bash
# OpenROAD 26Q1-2900-gdf79404cd8, Yosys 0.63+post, stock flow scripts
make -C /OpenROAD-flow-scripts/flow DESIGN_CONFIG=/design/flow/config.mk WORK_HOME=/design/flow/orfs finish
```
`flow/design.v`:
```
module btn_in(
	input clk,
	input rst,
	input [2:0] nBIN,
	output reg [2:0] BOUT
);
reg [20:0] cnt;
wire en40hz = (cnt == 1250000-1);
always @(posedge clk) begin
	if( rst )
		cnt <= 21'b0;
	else if( en40hz )
		cnt <= 21'b0;
	else
		cnt <= cnt + 21'b1;
end
reg [2:0] ff1, ff2;
always@( posedge clk) begin
	if( rst ) begin
		ff2 <= 3'b0;
		ff1 <= 3'b0;
	end
	else if ( en40hz ) begin
		ff2 <= ff1;
		ff1 <= nBIN;
	end
end
wire [2:0] temp = ~ff1 & ff2 & {3{en40hz}};
always @ (posedge clk) begin
	if( rst)
		BOUT <= 3'b0;
	else
		BOUT <= temp;
end
endmodule
module CLOCK1 (
    input CLK,
	 input RST,
    input   [2:0]   KEY,
    output  [6:0]   HEX0,
    output  [6:0]   HEX1,
	 output	[6:0]   HEX2,
	 output	[6:0]   HEX3,
	 output	[6:0]   HEX4,
	 output	[6:0]   HEX5
);
wire en1hz;
wire min_enable;
wire hour_enable;
wire mode;
wire select;
wire adjust;
wire sig2hz;
wire [3:0] sec_lower;
wire [3:0] sec_upper;
wire [3:0] min_lower;
wire [3:0] min_upper;
wire [3:0] hour_lower;
wire [3:0] hour_upper;
wire secclr;
wire mininc;
wire hourinc;
wire secon;
wire minon;
wire houron;
btn_in btn_in_ins(.clk(CLK),.rst(RST),.nBIN(KEY),.BOUT({adjust,select,mode}));
cnt1sec cnt1sec_ins(.clk(CLK),.rst(RST),.en1hz(en1hz),.sig2hz(sig2hz));
seccnt seccnt_ins(
	.clk(CLK),
	.rst(RST),
	.clr(secclr),
	.enin(en1hz),
	.min(sec_upper),
	.sec(sec_lower),
	.enout(min_enable));
mincnt mincnt_ins(
	.clk(CLK),
	.rst(RST),
	.enin(min_enable),
	.inc(mininc),
	.min(min_upper),
	.sec(min_lower),
	.enout(hour_enable));
hourcnt hourcnt_ins(
	.clk(CLK),
	.rst(RST),
	.enin(hour_enable),
	.inc(hourinc),
	.min(hour_upper),
	.sec(hour_lower));
seg7dec seg7dec_ins1(
	.seg(sec_lower),
	.en(secon),
	.dec(HEX0));
seg7dec seg7dec_ins2(
	.seg(sec_upper),
	.en(secon),
	.dec(HEX1));
seg7dec seg7dec_ins3(
	.seg(min_lower),
	.en(minon),
	.dec(HEX2));
seg7dec seg7dec_ins4(
	.seg(min_upper),
	.en(minon),
	.dec(HEX3));
seg7dec seg7dec_ins5(
	.seg(hour_lower),
	.en(houron),
	.dec(HEX4));
seg7dec seg7dec_ins6(
	.seg(hour_upper),
	.en(houron),
	.dec(HEX5));
state state_inc(
	.clk(CLK),
	.rst(RST),
	.sig2hz(sig2hz),
	.mode(mode),
	.select(select),
	.adjust(adjust),
	.secclr(secclr),
	.mininc(mininc),
	.hourinc(hourinc),
	.secon(secon),
	.minon(minon),
	.houron(houron)
);
endmodule
module cnt1sec(
	input clk,
	input rst,
	output en1hz,
	output reg sig2hz
);
reg[25:0] cnt;
always @ (posedge clk) begin
  if(rst)
    cnt <= 26'b0;
  else if( en1hz )
    cnt <= 26'b0;
  else
    cnt <= cnt + 26'b1;
end
assign en1hz = (cnt == 26'd49_999_999);
wire cnt37499999 = (cnt==26'd37499999);
wire cnt24999999 = (cnt==26'd24999999);
wire cnt12499999 = (cnt==26'd12499999);
always@(posedge clk) begin
  if(rst)
		sig2hz <= 1'b0;
	else if(en1hz | cnt12499999 | cnt24999999 | cnt37499999)
		sig2hz <= ~sig2hz;
end
endmodule
module hourcnt(
	input clk,
	input rst,
	input enin,
	input inc,
   output  reg [3:0]   sec,
   output  reg [3:0]   min
);
reg [4:0] cnt24;
always @( posedge clk ) begin
    if ( rst  )
        cnt24 <= 5'd0;
    else if ( enin  || inc )
        if ( cnt24==5'd23 )
            cnt24 <= 5'd0;
        else
            cnt24 <= cnt24 + 5'd1;
end
always @* begin
	case (cnt24)
	5'd0 : begin sec = 4'd0; min =4'd0; end
	5'd1 : begin sec = 4'd1; min =4'd0; end
	5'd2 : begin sec = 4'd2; min =4'd0; end
	5'd3 : begin sec = 4'd3; min =4'd0; end
	5'd4 : begin sec = 4'd4; min =4'd0; end
	5'd5 : begin sec = 4'd5; min =4'd0; end
	5'd6 : begin sec = 4'd6; min =4'd0; end
	5'd7 : begin sec = 4'd7; min =4'd0; end
	5'd8 : begin sec = 4'd8; min =4'd0; end
	5'd9 : begin sec = 4'd9; min =4'd0; end
	5'd10 : begin sec = 4'd0; min =4'd1; end
	5'd11 : begin sec = 4'd1; min =4'd1; end
	5'd12 : begin sec = 4'd2; min =4'd1; end
	5'd13 : begin sec = 4'd3; min =4'd1; end
	5'd14 : begin sec = 4'd4; min =4'd1; end
	5'd15 : begin sec = 4'd5; min =4'd1; end
	5'd16 : begin sec = 4'd6; min =4'd1; end
	5'd17 : begin sec = 4'd7; min =4'd1; end
	5'd18 : begin sec = 4'd8; min =4'd1; end
	5'd19 : begin sec = 4'd9; min =4'd1; end
	5'd20 : begin sec = 4'd0; min =4'd2; end
	5'd21 : begin sec = 4'd1; min =4'd2; end
	5'd22 : begin sec = 4'd2; min =4'd2; end
	5'd23 : begin sec = 4'd3; min =4'd2; end
	default: begin sec = 4'd0; min =4'd0; end
	endcase
end
endmodule
module mincnt(
	input clk,
	input rst,
	input enin,
	input inc,
   output  reg [3:0]   sec,
   output  reg [3:0]   min,
	output  enout
);
always @( posedge clk ) begin
    if ( rst )
        sec <= 4'h0;
    else if ( enin  || inc )
        if ( sec==4'h9 )
            sec <= 4'h0;
        else
            sec <= sec + 4'h1;
end
always @( posedge clk ) begin
    if( rst  )
        min <= 3'd0;
    else if( ( enin || inc ) && sec==4'd9 ) begin
        if( min==3'd5 )
            min <= 3'd0;
        else
            min <= min + 3'd1;
    end
end
assign enout = ((min == 3'd5) && (sec == 4'd9) && enin) ? 1 : 0;
endmodule
module seccnt(
	input clk,
	input rst,
	input clr,
	input enin,
   output  reg [3:0]   sec,
   output  reg [3:0]   min,
	output  enout
);
always @( posedge clk ) begin
    if ( rst | clr )
        sec <= 4'h0;
    else if ( enin )
        if ( sec==4'h9 )
            sec <= 4'h0;
        else
            sec <= sec + 4'h1;
end
always @( posedge clk ) begin
    if( rst | clr )
        min <= 3'd0;
    else if( enin  && sec==4'd9 ) begin
        if( min==3'd5 )
            min <= 3'd0;
        else
            min <= min + 3'd1;
    end
end
assign enout = ((min == 3'd5) && (sec == 4'd9) && enin) ? 1 : 0;
endmodule
module seg7dec(
    input  [3:0]   seg,
	 input en,
    output reg [6:0]   dec
);
always @* begin
	if( en )
		case( seg )
		  4'h0:   dec = 7'b1000000;
		  4'h1:   dec = 7'b1111001;
		  4'h2:   dec = 7'b0100100;
		  4'h3:   dec = 7'b0110000;
		  4'h4:   dec = 7'b0011001;
		  4'h5:   dec = 7'b0010010;
		  4'h6:   dec = 7'b0000010;
		  4'h7:   dec = 7'b1011000;
		  4'h8:   dec = 7'b0000000;
		  4'h9:   dec = 7'b0010000;
		  4'ha:   dec = 7'b0001000;
		  4'hb:   dec = 7'b0000011;
		  4'hc:   dec = 7'b1000110;
		  4'hd:   dec = 7'b0100001;
		  4'he:   dec = 7'b0000110;
		  4'hf:   dec = 7'b0001110;
		  default:dec = 7'b1111111;
		endcase
	else
		dec = 7'b1111111;
end
endmodule
module state(
	input clk,
	input rst,
	input sig2hz,
	input mode,
	input select,
	input adjust,
	output secclr,
	output mininc,
	output hourinc,
	output secon,
	output minon,
	output houron
);
reg [1:0] cur,nxt;
localparam NORM=2'b00;
localparam SEC=2'b01;
localparam MIN=2'b10;
localparam HOUR=2'b11;
assign secclr = (cur == SEC) && adjust;
assign mininc = (cur == MIN) && adjust;
assign hourinc = (cur == HOUR) && adjust;
assign secon = ~((cur == SEC) & sig2hz);
assign minon = ~((cur == MIN) & sig2hz);
assign houron = ~((cur == HOUR) & sig2hz);
always @(posedge clk) begin
	if( rst)
		cur <= NORM;
	else
		cur <= nxt;
end
always @* begin
	case(cur)
		NORM: if(mode) nxt = SEC;
				else nxt = NORM;
		SEC: if(mode) nxt = NORM;
			  else if(select) nxt = HOUR;
			  else nxt = SEC;
		MIN: if(mode) nxt = NORM;
			  else if(select) nxt =SEC;
			  else nxt = MIN;
		HOUR: if(mode) nxt = NORM;
				else if(select) nxt = MIN;
				else nxt = HOUR;
		default: nxt = 2'bxx;
	endcase
end
endmodule
```
==> ds_physical_params.txt <==
Physical design parameters

Parameter                              Value

Run status
  Outcome    finished, final reports clean

Run
  Number of max-cap violations    0
  Tool warnings    53

Placed design
  Port Buf Inserts    46
  DP Wirelength    9300 um
  Final weighted congestion of routability-driven global placement    0.865
  Worst setup slack before clock tree synthesis    1600 ps

Synthesis
  Number of standard cells reported by yosys    726
  Synth async-reset ratio    0%
  Syn Area/Cell    8.68 um^2
  Largest cells by area    sky130_fd_sc_hd__dfxtp_1 (37%), sky130_fd_sc_hd__ha_1 (7.7%), sky130_fd_sc_hd__nor2_1 (5.4%)
  Number of instances in the synthesized netlist    726
  Top cells by instance count after synthesis    sky130_fd_sc_hd__dfxtp_1 (116), sky130_fd_sc_hd__nor2_1 (91), sky130_fd_sc_hd__nand2_1 (55)
  Top cell type by instance count after synthesis    sky130_fd_sc_hd__dfxtp_1
  Warning count from the yosys run    7
  Tally of unique sky130hd cells used after synthesis    73
  Top-area cell share    36.9%
  Chip area line of the yosys report    0.00630 mm^2
  Post-Synthesis Cell Area    0.00630 mm^2
  Number of flops mapped to enable cells by yosys    0
  Ys flop type    sky130_fd_sc_hd__dfxtp_1
  Portion of the post-synthesis area used by sequential elements    36.9%
  Flops out of synthesis    116
  Biggest area consumer among synthesized cells    sky130_fd_sc_hd__dfxtp_1

Global route
  Wire length of the first global-routing pass    22100 um
  GRT Util Overall    12.4%
  Antenna violations before repair    0
  Number of global-route vias before repair    4661
  Pin count of the biggest net entering global routing    25
  Overflow left after global routing    0

Cells and area
  Layout filler cell count    2072
  Fraction of layout instances using a drive strength above 1    7.02%
  Synthesis-to-layout area growth    21.0%

Critical path
  CP max stage cell    sky130_fd_sc_hd__clkdlybuf4s50_1
  Number of buffer and inverter stages on the critical path    2
  Crit Path Category    in -> reg
  Series of cell instances along the critical path    clkdlybuf4s50_1 > clkinv_1 > nand2_1 > mux2i_1 > ha_1 > nand3_1 > nand3_1 > o211ai_1 > a32o_1
  Critical Path AT    4060 ps
  Family with the most delay on the worst path    buffers and inverters
  Type of destination of the critical path    flip-flop
  Setup slack on the worst flop-to-flop path    2130 ps
  Data required, critical path    6100 ps
  Startpoint type of the worst setup path    input pin
  Library cell appearing most often on the critical path    sky130_fd_sc_hd__nand3_1
  Maximum fanout along the worst path    17
  Slowest cell delay on critical path    840 ps

Routing
  Drt first pass iters    4
  Post-DRT Antenna Nets    0
  Routed wire per std cell    12.5 um
  DRC Markers    0
  Total inserted antenna cells    0
  Drt via density    4.81
  Number of DRC violations after detailed-routing iteration 0    236
  Routed vias    5074
  Routed wire length    13100 um

Die
  Row count    52
  Die Area    0.0216 mm^2
  DIE HEIGHT    147 um
  Die Wd    147 um
  Number of primary I/O pins    47
  Pre-Place Util    30.8%
  Floorplan Core Area    0.0204 mm^2

STA
  Period minus WS final    3760 ps
  Worst Max-Slew Pin Slew    915 ps
  Final setup skew    6.28 ps
  Number of hold violations in the final report    0
  Rel. slew slack    37.3%
  Final setup TNS    0 ps
  Final worst setup slack    2040 ps
  Final Hold Slack    454 ps
  Final setup viols    0
  Max Fclk    266 MHz
  Share of the clock period used by the worst path    64.8%
  Fin. max-slew vios    0
  Unrepaired setup endpoints after global routing    no

Power and ir drop
  Leakage    2.98 nW
  Post-layout total power    0.00187 W
  Power per standard cell area    245 mW/mm^2
  IR Drop Worst-Case VDD    0.170 mV

Clock network
  Count of H-tree levels built during CTS    4
  Total of hold buffers inserted after clock tree synthesis    0
  Clock tree root buffer cell    sky130_fd_sc_hd__clkbuf_16
  Post-CTS repair timing setup buffer count    0
  Worst skew pair latency    410 ps
  Clock input transition at the sequential cells of the worst setup and hold paths    50 ps
  Max Root-Sink Buffers    2
  TritonCTS clock tree    yes
  Number of clock buffers inserted by TritonCTS    17
  Total clock sinks    116
  CTS-repair resized insts    0

Worst hold path
  Path category of the worst min-delay check    reg -> reg
## cells in the final DEF, fill, tap and decap left out, types with 6 or more instances in the layout
master and count:
sky130_fd_sc_hd__dfxtp_1 116, sky130_fd_sc_hd__nor2_1 91, sky130_fd_sc_hd__nand2_1 55, sky130_fd_sc_hd__clkdlybuf4s50_1 46
sky130_fd_sc_hd__nand3_1 39, sky130_fd_sc_hd__ha_1 39, sky130_fd_sc_hd__inv_1 34, sky130_fd_sc_hd__mux2i_1 34
sky130_fd_sc_hd__nand2b_1 34, sky130_fd_sc_hd__xor2_1 31, sky130_fd_sc_hd__a21oi_1 21, sky130_fd_sc_hd__xnor2_1 21
sky130_fd_sc_hd__o21ai_0 21, sky130_fd_sc_hd__and3_1 18, sky130_fd_sc_hd__clkbuf_16 17, sky130_fd_sc_hd__nand4_1 13
sky130_fd_sc_hd__nor3_1 12, sky130_fd_sc_hd__nor4_1 8, sky130_fd_sc_hd__o22ai_1 8, sky130_fd_sc_hd__and2_1 7
sky130_fd_sc_hd__or3_1 6, sky130_fd_sc_hd__a211oi_1 6, sky130_fd_sc_hd__o211ai_1 6
## where the power goes
| part | total (W) | switching [W] | internal [W] |
|---|---|---|---|
| clock network | 0.00104 | 0.000353 | 0.000685 |
| logic | 0.0000250 | 0.0000174 | 0.00000766 |
| registers | 0.000804 | 0.00000313 | 0.000801 |
| total | 0.00187 | 0.000374 | 0.00149 |
## path summary, 6_finish.rpt
check,from,to,cells past startpoint
worst min register to register,btn_in_ins.ff1[0]$_SDFFE_PP0P_,btn_in_ins.BOUT[0]$_SDFF_PP0_,1
worst max-delay path,RST,flip-flop,9
worst max register to register,cnt1sec_ins.cnt[0]$_SDFF_PP0_,flip-flop,13
worst min-delay path,btn_in_ins.ff1[0]$_SDFFE_PP0P_,btn_in_ins.BOUT[0]$_SDFF_PP0_,1
## kinds of logic after synthesis
logic type	share of synthesized area [%]
simple gates	26.5
flops	36.9
compound gates	11.6
buf+inv	3.60
xor+xnor	7.23
mux	6.48
fa+ha+maj	7.75
## layout make-up
type | instances | area (um^2) | share of cell area, %
sequential | 116 | 2320 | 30.5
inverter | 36 | 135 | 1.77
clock buffer | 23 | 498 | 6.54
timing repair buffer | 48 | 475 | 6.24
tap | 270 | 338 | 4.43
multi-input combinational | 552 | 3750 | 49.2
clock inverter | 9 | 100 | 1.31
## routing by layer
layer	routed length [um]	GRT usage [%]	up-vias	share of wire [%]
li1	-	-	2644	-
met1	6800	18.8	2345	52
met5	0	0	-	0
met3	534	2.85	12	4.1
met4	120	1.55	0	0.91
met2	5690	18.7	73	43
## per-stage QoR
| step | utilization, % | instance area (um^2) | cells |
|---|---|---|---|
| 2_1_floorplan | - | 6300 | 726 |
| 3_3_place_gp | 34.4 | 7020 | 1022 |
| 3_5_place_dp | 34.4 | 7020 | 1022 |
| 4_1_cts | 37.3 | 7620 | 1054 |
| 5_1_grt | 37.3 | 7620 | 1054 |
| 6_report | 37.3 | 7620 | 1054 |
Power is estimated from default activity; no workload was simulated.
